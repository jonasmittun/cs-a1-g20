File: ./design.v
module ALU(
  input         clock,
  input         reset,
  input  [3:0]  io_op,
  input  [31:0] io_a,
  input  [31:0] io_b,
  output [31:0] io_result
);
  wire  _T = io_op == 4'h1;  
  wire [31:0] _T_2 = io_a + io_b;  
  assign io_result = _T ? _T_2 : 32'h0;  
endmodule
File: ./run.sh
#!/bin/bash
# OpenROAD 26Q1-2900-gdf79404cd8, Yosys 0.63+post, stock flow scripts
make -C /OpenROAD-flow-scripts/flow DESIGN_CONFIG=/design/flow/config.mk WORK_HOME=/design/flow/orfs finish
File: ./config.mk
export PLATFORM = sky130hd
export DESIGN_NAME = ALU
export DESIGN_NICKNAME = ALU
export VERILOG_FILES = /design/flow/design.v
export SDC_FILE = /design/flow/constraint.sdc
export NUM_CORES = 4
export LEC_CHECK = 1
export CORE_AREA = 10 10 96 96
export DIE_AREA = 0 0 106 106
File: ./constraint.sdc
current_design ALU

set clk_period 33.9
set clk_io_pct 0.2

create_clock -name clk0 -period $clk_period

set non_clock_inputs [all_inputs -no_clocks]
set_input_delay [expr $clk_period * $clk_io_pct] -clock clk0 $non_clock_inputs
set_output_delay [expr $clk_period * $clk_io_pct] -clock clk0 [all_outputs]
==> out/qor.yml <==
placement:
  dp_hpwl_mm: 5.88
  portBuffers: 100
  post-place-cells: 473
  routabilityCongestion: 0.852
  dpl-instance-area_um2: 3040
floorplanning:
  fp-utilization_pct: 28.3
  ioPinCount: 102
  core_um2: 7210
  die_w_um: 106
  rows: 31
  die_area_um2: 11200
  fp.dieH_um: 106
detailed_routing:
  wl_per_cell_um: 14.4
  drt_wl_total_mm: 6.82
  n_antenna_cell: 0
  via_per_inst: 5.05
  drc: 0
  routed-via-count: 2390
  drtIter0Drc: 157
  ant_nets: 0
  dr.pass1.iters: 4
setup_path:
  critPathArrivalTime_ps: 9830
  crit_slowest_cell: "clkdlybuf4s50_1"
  start_kind: "input pin"
  crit_type: "in -> out"
  cpMostUsedCell: "clkdlybuf4s50_1"
  startpoint: "io_a[0]"
  path_cells: "clkdlybuf4s50_1, ha_1, inv_1, fa_1, nand2b_1, a21oi_1, o31ai_1, a211oi_1, a41oi_1, xor2_1, nor2_1, clkdlybuf4s50_1"
  critPathRequiredTime_ps: 27120
  path_delay_family: "buffers and inverters"
  path_max_fanout: 3
  cpPeakStageDelay_ps: 480
  critPathCaptureType: "output pin"
  cp_num_buf_inv: 3
timing:
  final.setup.tns_ps: 0
  whs_ps: 14660
  setup_viol: 0
  slew_headroom_pct: 68.8
  max_freq_ghz: 0.0602
  rsz0062_at_grt: "false"
  finalCritPeriodShare_pct: 49.0
  hold_viol_final: 0
  timing.final.crit_period_ps: 16610
  maxSlewViolCount: 0
  worst_pin_slew_ps: 464
synth:
  top_area_cell: "ha_1"
  syn_avg_cell_area_um2: 7.16
  synth_top_cell_by_count: "nor2_1"
  yosys-top-cells-area: "ha_1, a21o_1, nor2_1"
  yosys_warnings: 0
  synth_area_um2: 2040
  yosys_cells: 285
  ys_area_um2: 2040
  yosysUniqueCellTypes: 56
  synthTopCellsByCount: "nor2_1, ha_1, a21oi_1, nand2_1, a21o_1"
  yosysSeqAreaShare_pct: 0
  yosysTopAreaCellShare_pct: 19.0
  synth_cells: 285
pwr:
  p_leak_nw: 1.25
  p_per_area_nw_per_um2: 14.3
  ir_drop_mv: 0.00545
global_routing:
  grt_usage_pct: 11.5
  antenna_found_initial: 0
  grt_pass1_wl_mm: 11.3
  grt_pass1_vias: 2395
  grt_start_max_net_pins: 30
  overflow: 0
cells_and_area:
  syn_to_final_growth_pct: 49.0
  final_cells: 473
  fin_area_um2: 3040
  nClkBuffers: 0
  design.seq.count: 0
  fillers: 758
  drive_gt1_share_pct: 5.08
  seqCellArea_um2: 0
cts:
  ctsResizeCount: 0
  post_cts_buffers: 0
  ctsHoldBuffers: 0
run:
  openroad.warnings: 34
  cap_violations: 0
status:
  status: "finished, final reports clean"
min_path:
  min_from: "io_b[1]"
  hp-class: "in -> out"
[cell usage in the layout, fill, tap and decap left out, types with 7 or more instances in the layout]
cell type / instances
o21ai_0: 10
nor2_1: 38
a21oi_1: 25
xor2_1: 12
a21o_1: 19
ha_1: 31
nand4_1: 7
xnor2_1: 7
clkdlybuf4s50_1: 100
nand2_1: 23
a211oi_1: 9
nand3_1: 9
[kinds of logic (layout without fill, tap and decap cells)]
group	after synthesis	count (layout)	share of synthesized area (%)
and+or+nand+nor	109	109	26.5
AOI/OAI and AO/OA	104	104	35.7
adders and majority gates	32	32	20.0
xor gates and xnor gates	19	19	8.16
buffers and inverters	18	107	8.16
muxes	3	3	1.47
[where the power goes]
group	total, mW	internal [mW]	switching (mW)
Sequential	0	0	0
Combinational	0.0434	0.0224	0.0210
Clock	0	0	0
Total	0.0434	0.0224	0.0210
[per-stage QoR]
step / worst slack, ps / utilization (%) / power, mW
after floorplan: 18670 / - / 0.0300
after global placement: 17370 / 42.1 / 0.0431
after detailed placement: 17350 / 42.1 / 0.0431
after CTS: 17310 / 42.1 / 0.0434
after global routing: 17080 / 42.1 / 0.0484
final: 17290 / 42.1 / 0.0434
[per-layer routing]
metal	global-route usage (%)	part of all wire [%]	vias to the layer above
met1	16.5	50	1054
met3	1.47	5.0	0
met4	0	0	0
met5	0	0	-
met2	19.1	45	74
li1	-	-	1262
[tightest hold or removal path: stages]
cell             delay, ps
clkdlybuf4s50_1        420
inv_1                   80
fa_1                   150
nor2_1                  40
clkdlybuf4s50_1        410
[worst paths after layout]
path / endpoint / depth (start not counted)
setup / recovery: io_result[24] / 12
hold / removal: io_result[1] / 5
[area by class of cell]
type               instances  area [µm²]  share of cell area [%]
inverters                  5        18.8                   0.618
repair buffers           102        1020                    33.4
multi-input cells        267        1880                    61.9
well taps                 99         124                    4.08
No activity file was given, so power comes from the tool's default toggle rates.
