**/design/flow/run.sh**
```bash
#!/bin/bash
# OpenROAD 26Q1-2900-gdf79404cd8, Yosys 0.63+post, stock flow scripts
make -C /OpenROAD-flow-scripts/flow DESIGN_CONFIG=/design/flow/config.mk WORK_HOME=/design/flow/orfs finish
```
**/design/flow/config.mk**
```make
export PLATFORM = sky130hd
export DESIGN_NAME = ProgramCounter
export DESIGN_NICKNAME = ProgramCounter
export VERILOG_FILES = /design/flow/design.v
export SDC_FILE = /design/flow/constraint.sdc
export NUM_CORES = 4
export LEC_CHECK = 1
export CORE_AREA = 10 10 90 90
export DIE_AREA = 0 0 100 100
```
**/design/flow/constraint.sdc**
```tcl
current_design ProgramCounter

set clk_period 3.9
set clk_io_pct 0.2

create_clock -name clk0 -period $clk_period [get_ports {clock}]

set non_clock_inputs [all_inputs -no_clocks]
set_input_delay [expr $clk_period * $clk_io_pct] -clock clk0 $non_clock_inputs
set_output_delay [expr $clk_period * $clk_io_pct] -clock clk0 [all_outputs]
```
**/design/flow/design.v**
```verilog
module ProgramCounter(
  input         clock,
  input         reset,
  input         io_stop,
  input         io_jump,
  input         io_run,
  input  [15:0] io_programCounterJump,
  output [15:0] io_programCounter
);
  wire  w1 = ~io_run;  
  wire  w2 = io_stop | w1;  
  wire [15:0] w3 = io_programCounter + 16'h1;  
  reg [15:0] reg_;  
  assign io_programCounter = reg_;  
  always @(posedge clock) begin
    if (reset) begin
      reg_ <= 16'h0;
    end else if (w2) begin
      reg_ <= io_programCounter;
    end else if (io_jump) begin
      reg_ <= io_programCounterJump;
    end else begin
      reg_ <= w3;
    end
  end
endmodule
```
==> results.cfg <==
; physical design summary
[drt]
postRouteWirelength_mm = 3.395
drt_pass1_iterations = 4
top_layer = met4
wl_met1_mm = 1.611
dr.first_iter.drc_count = 73
met3_length_microns = 350
ant_nets = 0
antennaDiodeCount = 0
wl_per_cell_microns = 13.63
drc = 0
routed-wl-met2_mm = 1.420
vias_per_cell = 4.647
vias = 1157

[global_routing]
antenna_found_initial = 0
grt_first_pass_wirelength_mm = 5.547
grt_use_total_pct = 6.674
grt_overflow = 0
grt_pass1_vias = 1063
grt_max_degree = 23

[synthesis]
flop_cell = dfxtp_1
synth_seq_share_pct = 30.22
synth-seq-cells = 16
synth_top_area_share_pct = 30.22
synth.most_common_cell = nand2_1
ys_types = 37
yosys_warnings = 1
yosys_area_sq_um = 1060
synth_area_per_cell_sq_um = 7.463
synth_cells = 142
yosys-top-cells-area = dfxtp_1, nand2_1, nand3_1
yosys-stat-cells = 142
largest_area_cell = dfxtp_1
synth_area_sq_um = 1060
edf_count = 0
async_flop_share_pct = 0
synthTopCellsByCount = nand2_1, dfxtp_1, nand3_1, o21ai_0

[cells_and_area]
mi_logic_area_sq_um = 668.1
fin_util_pct = 24.50
fill_cells = 688
syn_to_final_growth_pct = 45.10
largest_reg_flops = 16
final_layout_size_suffix_gt1_share_pct = 6.977
seq_area_sq_um = 320.3
top_regs = reg_: 16 flops
largest-register = reg_

[critical_path]
cp_max_fo = 17
r2r-end = reg_[10]$_SDFFE_PP0N_
r2r_slack_ns = 2.08
cp-start-kind = primary input
crit_type = primary input to register
cp-end-kind = register
worstReg2RegStart = reg_[0]$_SDFFE_PP0N_
reg2reg_depth = 5
cp_data_required_time_ns = 4.07
cp.arrival_ns = 2.49

[cts]
cts_tree = done
htreeDepth = 1
cts.sinks = 16
cts_resized = 0
cts-buffers-inserted = 3
ctsHoldBuffers = 0
clock_latency_ns = 0.25
clock_path_buffers = 2
clkTransAtPathRegs_ns = 0.07
postCtsSetupRepairBufs = 0
cts-root-buf = clkbuf_8

[power_and_ir_drop]
vdd_drop_max_v = 0.0001477
leakagePower_nw = 0.4571
total_power_mw = 0.4120
power_density_nw_per_um2 = 267.9

[timing]
finalSetupTns_ns = 0
finalHoldViolCount = 0
finalClockSkew_ns = 0.0005516
fin_crit_ns = 2.318
max_slew_margin_pct = 55.60
tightestPinTransition_ns = 0.6638
fmax_mhz = 431.5
period_used_pct = 59.43
rsz0062_at_grt = no
holdWs_ns = 0.5191
setup_viol = 0
drv_slew = 0

[worst_hold_path]
worst_hold_startpoint = reg_[15]$_SDFFE_PP0N_
min_path_type = register to register
hold_depth = 2
holdPathEnd = reg_[15]$_SDFFE_PP0N_

[floorplan]
dieArea_sq_um = 10000
io_pins = 37
initCoreUtil_pct = 16.88
die_y_microns = 100
core_area_sq_um = 6277
fp-row-count = 29
die_x_microns = 100

[job]
cap_violations = 0
warning_count = 25

[placed_design]
hpwlAfterDp_mm = 2.480
place_congestion = 0.7910
port_buffers = 36

[outcome]
outcome = finished clean
-- layout by cell type, fill, tap and decap left out, drive strengths merged, types with 5 or more instances in the layout --
master	n
nor2	6
inv	6
nor3	7
a31oi	8
nand2	20
clkdlybuf4s50	36
nand3	13
mux2i	5
dfxtp	16
o21ai	10
-- layer usage --
metal / GRT usage [%] / vias to the layer above
met5: 0 / -
met2: 9.657 / 57
li1: - / 587
met3: 2.498 / 2
met4: 0.3261 / 0
met1: 9.716 / 511
-- where the power goes --
| part | switching [mW] | internal, mW |
|---|---|---|
| registers | 0.0133 | 0.172 |
| logic | 0.0300 | 0.0446 |
| clock network | 0.0628 | 0.0897 |
-- critical path: stages --
cell and delay (ns):
clkdlybuf4s50_1 0.41, nand2b_1 0.44, or3_1 0.44, mux2_2 0.26
a31oi_1 0.15
-- kinds of logic (layout without fill, tap and decap cells) --
group           Yosys count  count (layout)  synth area share [%]
buf+inv                  18              48                 6.729
compound gates           36              36                 22.20
fa+ha+maj                 1               1                 1.180
mux                       6               6                 5.785
flops                    16              16                 30.22
simple gates             65              65                 33.88
-- through the flow --
stage	setup slack, ns	std cells	cell area, sq um
floorplan	2.098	142	1060
finish	1.582	249	1538
CTS	1.600	249	1538
global route	1.506	249	1538
global placement	1.354	245	1483
detailed placement	1.340	245	1483
-- layout make-up --
cell class / instances / area share [%]
multi-input cells: 108 / 43.45
repair buffers: 38 / 24.41
flip-flops and latches: 16 / 20.83
well taps: 77 / 6.265
clock buffers: 4 / 3.580
inverters: 6 / 1.465
-- how the worst max path moves through the flow --
| stage | from | end | slack (ns) | cells after the start |
|---|---|---|---|---|
| final | io_stop | reg_[12]$_SDFFE_PP0N_ | 1.58 | 5 |
| after global routing | io_stop | reg_[12]$_SDFFE_PP0N_ | 1.51 | 5 |
| after CTS | io_stop | reg_[12]$_SDFFE_PP0N_ | 1.60 | 5 |
Power and IR drop assume default switching activity.
